===== flow/design.v =====
module LPF (    input clk, rst, pushADC,
                input signed [25:0] data,
                output signed [31:0] out
);
reg signed [25:0] in [0:42];
wire signed [8:0] coef [0:22];
wire signed [34:0] prod [0:42];
wire signed [34:0] p1 [0:5];
wire signed [34:0] p2;
reg signed [31:0] result;
assign out = result;
assign coef [0] = 2;
assign coef [1] = 4;
assign coef [2] = 4;
assign coef [3] = 2;
assign coef [4] = -3;
assign coef [5] = -10;
assign coef [6] = -14;
assign coef [7] = -14;
assign coef [8] = -6;
assign coef [9] = 7;
assign coef [10] = 19;
assign coef [11] = 22;
assign coef [12] = 12;
assign coef [13] = -11;
assign coef [14] = -36;
assign coef [15] = -48;
assign coef [16] = -35;
assign coef [17] = 11;
assign coef [18] = 83;
assign coef [19] = 161;
assign coef [20] = 221;
assign coef [21] = 244;
assign prod [0]  = coef[0]   *   in[0];
assign prod [1]  = coef[1]   *   in[1];
assign prod [2]  = coef[2]   *   in[2];
assign prod [3]  = coef[3]   *   in[3];
assign prod [4]  = coef[4]   *   in[4];
assign prod [5]  = coef[5]   *   in[5];
assign prod [6]  = coef[6]   *   in[6];
assign prod [7]  = coef[7]   *   in[7];
assign prod [8]  = coef[8]   *   in[8];
assign prod [9]  = coef[9]   *   in[9];
assign prod [10] = coef[10]  *   in[10];
assign prod [11] = coef[11]  *   in[11];
assign prod [12] = coef[12]  *   in[12];
assign prod [13] = coef[13]  *   in[13];
assign prod [14] = coef[14]  *   in[14];
assign prod [15] = coef[15]  *   in[15];
assign prod [16] = coef[16]  *   in[16];
assign prod [17] = coef[17]  *   in[17];
assign prod [18] = coef[18]  *   in[18];
assign prod [19] = coef[19]  *   in[19];
assign prod [20] = coef[20]  *   in[20];
assign prod [21] = coef[21]  *   in[21];
assign prod [22] = coef[20]  *   in[22];
assign prod [23] = coef[19]  *   in[23];
assign prod [24] = coef[18]  *   in[24];
assign prod [25] = coef[17]  *   in[25];
assign prod [26] = coef[16]  *   in[26];
assign prod [27] = coef[15]  *   in[27];
assign prod [28] = coef[14]  *   in[28];
assign prod [29] = coef[13]  *   in[29];
assign prod [30] = coef[12]  *   in[30];
assign prod [31] = coef[11]  *   in[31];
assign prod [32] = coef[10]  *   in[32];
assign prod [33] = coef[9]   *   in[33];
assign prod [34] = coef[8]   *   in[34];
assign prod [35] = coef[7]   *   in[35];
assign prod [36] = coef[6]   *   in[36];
assign prod [37] = coef[5]   *   in[37];
assign prod [38] = coef[4]   *   in[38];
assign prod [39] = coef[3]   *   in[39];
assign prod [40] = coef[2]   *   in[40];
assign prod [41] = coef[1]   *   in[41];
assign prod [42] = coef[0]   *   in[42];
assign p1 [0] = ((prod [0]  + prod [1] ) + (prod [2]  + prod [3] )) + ((prod [4]  + prod [5])  + (prod [6]  + prod [7]));
assign p1 [1] = ((prod [8]  + prod [9] ) + (prod [10] + prod [11])) + ((prod [12] + prod [13]) + (prod [14] + prod [15]));
assign p1 [2] = ((prod [16] + prod [17]) + (prod [18] + prod [19])) + ((prod [20] + prod [21]) + (prod [22] + prod [23]));
assign p1 [3] = ((prod [24] + prod [25]) + (prod [26] + prod [27])) + ((prod [28] + prod [29]) + (prod [30] + prod [31]));
assign p1 [4] = ((prod [32] + prod [33]) + (prod [34] + prod [35])) + ((prod [36] + prod [37]) + (prod [38] + prod [39]));    
assign p1 [5] = ( prod [40] + prod [41]) +  prod [42];
assign p2 = (p1 [0] + p1 [1]) + (p1 [2] + p1 [3]) + (p1 [4] + p1 [5]);
integer i, j, k;
always @ (posedge clk) begin
    if(rst) begin
        for (i = 0; i < 43; i = i + 1) begin
            in[i] <= 0;
        end
        result <= 0;
    end
    else begin
        if (pushADC) begin
            result <= p2[34:3];
            in [0]  <= data;
            in [1]  <= in [0];
            in [2]  <= in [1];
            in [3]  <= in [2];
            in [4]  <= in [3];
            in [5]  <= in [4];
            in [6]  <= in [5];
            in [7]  <= in [6];
            in [8]  <= in [7];
            in [9]  <= in [8];
            in [10] <= in [9];
            in [11] <= in [10];
            in [12] <= in [11];
            in [13] <= in [12];
            in [14] <= in [13];
            in [15] <= in [14];
            in [16] <= in [15];
            in [17] <= in [16];
            in [18] <= in [17];
            in [19] <= in [18];
            in [20] <= in [19];
            in [21] <= in [20];
            in [22] <= in [21];
            in [23] <= in [22];
            in [24] <= in [23];
            in [25] <= in [24];
            in [26] <= in [25];
            in [27] <= in [26];
            in [28] <= in [27];
            in [29] <= in [28];
            in [30] <= in [29];
            in [31] <= in [30];
            in [32] <= in [31];
            in [33] <= in [32];
            in [34] <= in [33];
            in [35] <= in [34];
            in [36] <= in [35];
            in [37] <= in [36];
            in [38] <= in [37];
            in [39] <= in [38];
            in [40] <= in [39];
            in [41] <= in [40];
            in [42] <= in [41];
        end
    end
end
endmodule

===== flow/run.sh =====
#!/bin/bash
# OpenROAD 26Q1-2900-gdf79404cd8, Yosys 0.63+post, stock flow scripts
make -C /OpenROAD-flow-scripts/flow DESIGN_CONFIG=/design/flow/config.mk WORK_HOME=/design/flow/orfs finish

===== flow/config.mk =====
export PLATFORM = sky130hd
export DESIGN_NAME = LPF
export DESIGN_NICKNAME = LPF
export VERILOG_FILES = /design/flow/design.v
export SDC_FILE = /design/flow/constraint.sdc
export NUM_CORES = 4
export LEC_CHECK = 1
export CORE_UTILIZATION = 50

===== flow/constraint.sdc =====
current_design LPF

set clk_period 20.3
set clk_io_pct 0.2

create_clock -name clk0 -period $clk_period [get_ports {clk}]

set non_clock_inputs [all_inputs -no_clocks]
set_input_delay [expr $clk_period * $clk_io_pct] -clock clk0 $non_clock_inputs
set_output_delay [expr $clk_period * $clk_io_pct] -clock clk0 [all_outputs]

==> impl_metrics.csv <==
group,metric,value,unit
status,status,"completed",
clocking,hold_buffers,0,
pwr,power,10.30,mW
clocking,cts_setup_buffers,0,
final_layout,area_delta_synth_final,7.252,%
critical_path,cp_data_required_time,21.01,ns
pwr,powerDensity,62.62,nW/um^2
sta,setup_viol,0,
critical_path,rr_endpoint,"result[31]",
floorplanning,initial_core_util,50.47,%
sta,slew_violations,0,
drt,final_antenna_net_count,0,
sta,rsz0062_at_grt,"false",
logic_synthesis,synth-edff-count,0,
drt,drc,0,
sta,max_freq,0.06425,GHz
final_layout,stdcell_area,164400,sq um
critical_path,cp_max_fo,5,
logic_synthesis,synthMuxAreaShare,7.527,%
drt,first_iter_violations,4188,
sta,whs,0.4786,ns
sta,finalHoldViolations,0,
logic_synthesis,ys_area,153300,sq um
clocking,clock-sinks,1150,
sta,relSlewSlack,39.42,%
sta,min_period,15.56,ns
logic_synthesis,ff_type,"dfxtp_1",
critical_path,cpMostUsedCell,"fa_1",
worst_hold_path,whs_endpoint,"result[1]",
logic_synthesis,yosys.area_share.simple,5.505,%
place,dpl_cell_area,159000,sq um
floorplanning,num_rows,202,
logic_synthesis,topCellsByArea,"fa_1, ha_1, dfxtp_1",
floorplanning,ioPinCount,61,
pwr,ir_drop,0.1846,mV
clocking,clockBufferDepth,4,
drt,routed-via-count,99600,
worst_hold_path,hp-class,"reg2reg",
critical_path,ff2ff_setup_slack,4.74,ns
final_layout,drive_above_1_share,2.761,%
critical_path,start_kind,"flip-flop",
critical_path,max_stage_delay,0.65,ns
logic_synthesis,synth_cell_types,86,
sta,fin_tns_setup,0,ns
drt,wl,452100,um
logic_synthesis,ys_sh_aoi,4.785,%
drt,vias_per_cell,5.152,
logic_synthesis,logic_family,"adder cells",
drt,drt-pass1-iter-count,5,
clocking,cts_tree,"done",
logic_synthesis,synth-adder-area-share,54.15,%
logic_synthesis,synth-xor-area-share,3.191,%
logic_synthesis,yosysSeqAreaShare,15.02,%
critical_path,arrival,16.27,ns
global_routing,antenna_found_initial,10,
floorplanning,dieArea,308900,sq um
critical_path,r2r_cells,55,
worst_hold_path,whs_path_depth,2,
clocking,numCtsBuffers,161,
clocking,htreeDepth,4,
final_layout,postLayoutCoreUtil,54.13,%
global_routing,grt_max_degree,93,
flow_run,warnings,103,
worst_hold_path,hp-start,"result[1]",
logic_synthesis,yosys_cells,15050,
sta,fin_crit_sh,76.67,%
clocking,root_buffer,"clkbuf_16",
global_routing,grt-ovfl-total,0,
clocking,clkLatencyLatePin,0.89,ns
sta,tightest_slew,0.9056,ns
floorplanning,die_h,555.7,um
logic_synthesis,ys_ff,1150,
global_routing,grt_usage,32.64,%
critical_path,end_kind,"flip-flop",
floorplanning,die_w,555.7,um
logic_synthesis,syn_inst,15050,
logic_synthesis,synthArstFlopShare,0,%
pwr,power.leakage,83.86,nW
clocking,cts_resized,0,
place,portBuffers,60,
global_routing,grt_pass1_vias,109500,
critical_path,timing.rr.start,"in[5][1]",
clocking,clkSlewWorstSetupHoldPaths,0.06,ns
critical_path,slowest_stage,"nor4_1",
critical_path,setup.worst_path.class,"reg2reg",
logic_synthesis,synth_warnings,2,
place,place_congestion,1.022,
global_routing,grt_pass1_wl,685100,um
logic_synthesis,top_area_share,35.03,%
logic_synthesis,avgSynthCellArea,10.19,sq um
flow_run,drv_cap,0,
logic_synthesis,largest_area_cell,"fa_1",
place,dpl.hpwl,392600,um
logic_synthesis,synth_area,153300,sq um
sta,skew,0.05466,ns
drt,wire_per_inst,23.39,um
floorplanning,core,303800,sq um
-- through the flow --
stage | setup slack, ns | instances
final | 4.736 | 19330
after global routing | 3.838 | 19330
after CTS | 4.497 | 19330
after detailed placement | 4.575 | 19040
after global placement | 4.683 | 19040
after floorplan | 6.995 | 15050
-- cell families (layout without fill, tap and decap cells) --
kind of cell,after synthesis,count (layout)
other,0,5
multiplexers,1152,1152
flip-flops,1150,1150
XOR/XNOR,557,557
AND/OR/NAND/NOR,2009,2009
adder cells (fa/ha/maj),5025,5025
AND-OR/OR-AND,1142,1142
buffers and inverters,4015,4211
-- flip-flops by register name (all words and copies together) (netlist names) --
signal  cells
result     32
in       1118
-- metal layers --
metal,share of wire [%],track usage [%],vias up,wire (um)
li1,-,-,46990,-
met1,38,43.16,49650,173700
met2,45,48.65,2359,204200
met3,13,17.92,588,60530
met4,3.0,7.370,12,13520
met5,0.048,0.3594,-,218
-- cells in the final DEF, fill, tap and decap left out, types with 11 or more instances in the layout --
cell / netlist / final
o211ai_1: 18 / 18
a21oi_1: 351 / 351
nand2_1: 177 / 177
or3_1: 25 / 25
and2_1: 19 / 19
xor2_1: 172 / 172
buf_4: 0 / 117
nor2_1: 1432 / 1432
ha_1: 2342 / 2342
a31oi_1: 35 / 35
o21bai_1: 87 / 87
o21ai_0: 145 / 145
clkinv_2: 1 / 26
clkbuf_16: 0 / 161
o31ai_1: 17 / 17
mux2i_1: 1145 / 1145
xnor2_1: 384 / 384
nor2b_1: 61 / 61
a21o_1: 151 / 151
o21ai_1: 66 / 66
fa_1: 2683 / 2683
nor3_1: 64 / 64
a211o_1: 11 / 11
inv_1: 3744 / 3744
clkbuf_1: 158 / 31
or2_2: 14 / 14
a21boi_1: 16 / 16
o21a_1: 75 / 75
clkdlybuf4s50_1: 0 / 58
bufinv_16: 0 / 20
a211oi_1: 42 / 42
nand2b_1: 64 / 64
nand4_1: 16 / 16
nand3_1: 77 / 77
and3_1: 23 / 23
clkbuf_8: 0 / 21
dfxtp_1: 1150 / 1150
-- layout make-up --
type / instances / area, sq um
fill: 27190 / 139400
multi-input combinational: 9885 / 115200
sequential: 1150 / 23020
inverter: 3748 / 14070
tap: 4080 / 5105
clock buffer: 213 / 4434
timing repair buffer: 179 / 1541
clock inverter: 71 / 1028
antenna: 5 / 12.51
-- cells in the mapped netlist, drive strengths merged, types with 6 or more instances --
cell type / instances
inv: 3745
fa: 2683
ha: 2342
nor2: 1433
dfxtp: 1150
mux2i: 1145
xnor2: 384
a21oi: 354
o21ai: 212
nand2: 177
xor2: 172
clkbuf: 158
a21o: 151
buf: 109
o21bai: 87
nand3: 77
o21a: 75
nand2b: 64
nor3: 64
nor2b: 62
a211oi: 44
a31oi: 35
or3: 25
a21boi: 24
and3: 23
and2: 19
o211ai: 18
o31ai: 17
or2: 17
nand4: 16
a31o: 13
a211o: 11
and4: 10
o2111ai: 10
o22ai: 9
o31a: 9
a311oi: 8
o41ai: 8
a2111oi: 7
mux2: 7
a41o: 6
nor4: 6
-- power by group --
part / leakage (nW) / switching, mW / total (mW) / internal [mW]
clock: 2.67 / 1.23 / 3.03 / 1.80
sequential: 9.27 / 0.0342 / 2.33 / 2.29
combinational: 71.9 / 3.05 / 4.94 / 1.90
-- critical path: cells and delay by family (launching register included) --
family / cells / cell delay, ns
and+or+nand+nor: 6 / 1.44
DFF: 1 / 0.41
xor gates and xnor gates: 5 / 1.15
adders and majority gates: 19 / 8.19
AOI/OAI and AO/OA: 16 / 3.73
buffers and inverters: 9 / 0.45
-- worst max-delay path by stage --
stage	slack [ns]	startpoint	endpoint	depth (start not counted)
finish	4.74	in[5][1]	result[31]	55
global route	3.84	in[5][1]	result[31]	55
CTS	4.50	in[5][1]	result[31]	55
Power is estimated from default activity; no workload was simulated.
